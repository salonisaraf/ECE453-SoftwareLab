--- /design/flow/design.v ---
module ece453(
  clk,
  reset,
  slave_address,
  slave_read,
  slave_write,
  slave_readdata,
  slave_writedata,
  slave_byteenable,
  gpio_inputs,
  gpio_outputs,
  irq_out
);
  input clk;
  input reset;
  input [4:0] slave_address;
  input slave_read;
  input slave_write;
  output wire [31:0] slave_readdata;
  input [31:0] slave_writedata;
  input [3:0] slave_byteenable;
  input [31:0] gpio_inputs;
  output [31:0] gpio_outputs;
  output wire irq_out;
	localparam CONTROL_FSM_ENABLE_BIT_NUM		= 0;
	localparam CONTROL_FSM_ENABLE_MASK		= (32'h1 << CONTROL_FSM_ENABLE_BIT_NUM);
	localparam CONTROL_FSM_DIR_BIT_NUM		= 1;
	localparam CONTROL_FSM_DIR_MASK		= (32'h1 << CONTROL_FSM_DIR_BIT_NUM);
	localparam CONTROL_CAP_TOUCH_HI_BIT_NUM		= 0;
	localparam CONTROL_CAP_TOUCH_HI_MASK		= (32'h1 << CONTROL_CAP_TOUCH_HI_BIT_NUM);
	localparam CONTROL_CAP_TOUCH_MED_BIT_NUM	= 1;
	localparam CONTROL_CAP_TOUCH_MED_MASK		= (32'h1 << CONTROL_CAP_TOUCH_MED_BIT_NUM);
	localparam CONTROL_CAP_TOUCH_LO_BIT_NUM		= 2;
	localparam CONTROL_CAP_TOUCH_LO_MASK		= (32'h1 << CONTROL_CAP_TOUCH_LO_BIT_NUM);
	localparam GPIO_OUT_LEDS_BIT_NUM		= 0;
	localparam GPIO_OUT_LEDS_MASK		= (32'h3FF << GPIO_OUT_LEDS_BIT_NUM);
	localparam GPIO_IN_BUTTONS_BIT_NUM	= 0;
	localparam GPIO_IN_BUTTONS_MASK		= (32'hF << GPIO_IN_BUTTONS_BIT_NUM);
	localparam STATUS_FSM_STATE_BIT_NUM		= 0;
	localparam STATUS_FSM_STATE_MASK		  = (32'h7 << STATUS_FSM_STATE_BIT_NUM);
  localparam STATUS_FSM_LEDS_BIT_NUM		= 3;
	localparam STATUS_FSM_LEDS_MASK		    = (32'hF << STATUS_FSM_STATE_BIT_NUM);
	localparam	DEV_ID_ADDR	  = 5'b0000;
	localparam	CONTROL_ADDR	= 5'b0001;
	localparam  STATUS_ADDR	  = 5'b0010;
	localparam	IM_ADDR		    = 5'b0011;
	localparam	IRQ_ADDR	    = 5'b0100;
	localparam	GPIO_IN_ADDR	= 5'b0101;
	localparam	GPIO_OUT_ADDR	= 5'b0110;
	localparam	ALL_BITS      = 32'hFFFFFFFF;
  localparam  DEBOUNCE_TICKS  = 24'd10;
  reg  [31:0] dev_id_r;
  reg  [31:0] control_r;
  reg  [31:0] status_r; 
  reg  [31:0] im_r;
  reg  [31:0] irq_r;
  reg  [31:0] gpio_in_r;
  reg  [31:0] gpio_out_r;
  wire  [31:0] control_in;
  wire  [31:0] status_in;
  wire  [31:0] im_in;
  reg   [31:0] irq_in;
  wire  [31:0] gpio_in;
  wire  [31:0] gpio_out;
  reg   [31:0] gpio_in_irqs;
  wire  [2:0]  fsm_state;
  wire  [3:0]  fsm_leds;
  wire	       toggle_led;
  wire         debounced_key;
  wire	[3:0]      message;
  wire 	       detect_switch;
  wire  [1:0]  pwm_level;
  localparam message_START = 4'b0000;
  localparam message_ON = 4'b0001;
  localparam message_OFF = 4'b0010;  
  localparam message_ERROR = 4'b0011; 
  assign slave_readdata = 
        ( (slave_address == DEV_ID_ADDR )    && slave_read )  ? dev_id_r :
        ( (slave_address == CONTROL_ADDR )   && slave_read )  ? control_r:
        ( (slave_address == STATUS_ADDR )    && slave_read )  ? status_r:
        ( (slave_address == IM_ADDR )        && slave_read )  ? im_r :
        ( (slave_address == IRQ_ADDR )       && slave_read )  ? irq_r :
        ( (slave_address == GPIO_IN_ADDR )   && slave_read )  ? gpio_in_r :
        ( (slave_address == GPIO_OUT_ADDR )  && slave_read )  ? gpio_out_r : 32'h00000000 ;
  assign irq_out = | (im_r & irq_r);
  assign gpio_outputs = {gpio_out_r[31:0]};
	always @ (*)
	begin
		irq_in = irq_r;  
		if(message != status_r[3:0])
		begin
			irq_in = irq_r | 32'h1;  
		end
		else
		begin
			if(slave_address == IRQ_ADDR)
			begin
				if( slave_write )
				begin
					irq_in = irq_r & (~slave_writedata);
				end
			end
		end
	end
  assign control_in     = ( (slave_address == CONTROL_ADDR )  && slave_write ) ? (slave_writedata & (CONTROL_CAP_TOUCH_HI_MASK | CONTROL_CAP_TOUCH_MED_MASK | CONTROL_CAP_TOUCH_LO_MASK)) : control_r ;
  assign status_in 	= {28'h0, message};
  assign im_in          = ( (slave_address == IM_ADDR )   && slave_write ) ? slave_writedata : im_r;
  assign gpio_in        = gpio_inputs;
  assign gpio_out       = {21'h0, pwm_level, message, toggle_led, fsm_leds};
  always @ (posedge clk or posedge reset)
  begin
    if (reset == 1)
    begin
      dev_id_r    <= 32'hECE45318;
      control_r   <= 32'h00000000;
      status_r    <= 32'h00000000;
      im_r        <= 32'h00000000;
      irq_r       <= 32'h00000000;
      gpio_in_r   <= 32'h00000000;
      gpio_out_r  <= 32'h00000000;
    end
    else
    begin
      dev_id_r    <= 32'hECE45318;
      control_r   <= control_in;
      status_r    <= status_in;
      im_r        <= im_in;
      irq_r       <= irq_in;
      gpio_in_r   <= gpio_in;
      gpio_out_r  <= gpio_out;
    end
  end
  ece453_debounce push_button
  (
	  .clk(clk),
	  .reset(reset),
    .button_in(gpio_inputs[0]),
    .button_out(debounced_key)
  ); 
  ece453_debounce switch
  (
	  .clk(clk),
	  .reset(reset),
          .button_in(gpio_inputs[4]),
          .button_out(detect_switch)
  );  
  ece453_fsm_example ece453_fsm
  (
	  .clk(clk),
	  .reset(reset),
    .cap_touch_sig(control_r[CONTROL_CAP_TOUCH_LO_BIT_NUM : CONTROL_CAP_TOUCH_HI_BIT_NUM]),
    .pwm_level(pwm_level) 
  );
	toggle_detect ece453_toggle_detect(
		.clk(clk),
		.reset(reset),
		.detect_sw(detect_switch),
		.switch_n(gpio_inputs[4]),
		.led_out(toggle_led),
		.message(message)
	);
endmodule
module toggle_detect(
  clk,
  reset,
  detect_sw,
  switch_n,
  led_out,
  message
);
  input clk;
  input reset;
  input switch_n;  
  input detect_sw;  
  output reg led_out;
  output reg [3:0] message;
  reg [1:0] current_state, next_state, previous_state;
  localparam START = 2'b00;
  localparam SW_ON = 2'b01;
  localparam SW_OFF = 2'b10;
  localparam ERROR = 2'b11;
  localparam LED_ON = 1'b1;
  localparam LED_OFF = 1'b0;
  localparam message_START = 4'b0000;
  localparam message_ON = 4'b0001;
  localparam message_OFF = 4'b0010;  
  localparam message_ERROR = 4'b0011; 
  always @ (*) 
  begin
    next_state = ERROR;
    led_out = LED_OFF;
    message = message_ERROR;
  case(current_state)
	START: begin
		led_out = LED_OFF;
		message = message_START;		
		if(~switch_n)begin
			next_state = START;
		end 
		else if(switch_n)begin
			next_state = SW_ON;
		end
	end
	SW_ON: begin
		led_out = LED_ON;
		message = message_ON;
		if(~detect_sw || switch_n)begin
			next_state = SW_ON;
		end 
		else if(detect_sw) begin
			next_state = SW_OFF;
		end
	end
	SW_OFF: begin
		led_out = LED_OFF;
		message = message_OFF;
		if(~detect_sw || ~switch_n)begin
			next_state = SW_OFF;
		end 
		else  if(detect_sw) begin
			next_state = SW_ON;
		end
	end
	ERROR: begin
		led_out = LED_OFF;
		message = message_START;	
		end
  endcase
end
  always @ ( posedge clk or posedge reset) 
  begin
    if  (reset == 1) 
    begin
      previous_state <= ERROR;
      current_state <= START;
    end 
    else 
    begin
      previous_state <= current_state;
      current_state <= next_state;
    end
  end
endmodule
module ece453_fsm_example(
  input clk,
  input reset,
  input [2:0] cap_touch_sig,
  output reg [1:0] pwm_level
);
	localparam	START	= 3'd0;
	localparam	LED0	= 3'd1;
	localparam	LED1	= 3'd2;
	localparam	LED2	= 3'd3;
	localparam	LED3	= 3'd4;
  localparam  ERROR = 3'd5;
	localparam	LED_OUT_START	= 4'h0;
	localparam	LED_OUT_LED0	= 4'h1;
	localparam	LED_OUT_LED1	= 4'h2;
	localparam	LED_OUT_LED2	= 4'h4;
	localparam	LED_OUT_LED3	= 4'h8;
  localparam RESET_ACTIVE   = 1'b1;
  localparam RESET_INACTIVE = 1'b0;
  localparam FSM_ACTIVE   = 1'b1;
  localparam FSM_INACTIVE = 1'b0;
  localparam LEFT   = 1'b1;
  localparam RIGHT  = 1'b0;
  localparam BTN_PRESSED      = 1'b1;
  localparam BTN_NOT_PRESSED  = 1'b0;
  localparam OFF = 2'b00;
  localparam LOW = 2'b01;
  localparam MED = 2'b10;
  localparam HI = 2'b11;
  reg [1:0] current_state, next_state;
  always @ (*) 
  begin
    	next_state = OFF;
	pwm_level = 2'h00;
  case(current_state)
	OFF: begin
		pwm_level = 2'h00;
		if(cap_touch_sig == 3'h01)begin
			next_state = LOW;
		end 
		else if(cap_touch_sig == 3'h02)begin
			next_state = MED;
		end 
		else if(cap_touch_sig == 3'h04)begin
			next_state = HI;
		end 				
		else begin
			next_state = OFF;
		end
	end
	HI: begin
		pwm_level = 2'h03;	
		if(cap_touch_sig == 3'h02)begin
			next_state = MED;
		end 
		else if(cap_touch_sig == 3'h01)begin
			next_state = LOW;
		end 				
		else begin
			next_state = HI;
		end
	end
	MED: begin 
		pwm_level = 2'h02;	
		if(cap_touch_sig == 3'h04)begin
			next_state = HI;
		end 
		else if(cap_touch_sig == 3'h01)begin
			next_state = LOW;
		end 				
		else begin
			next_state = MED;
		end
	end
	LOW: begin
		pwm_level = 2'h01;	
		if(cap_touch_sig == 3'h04)begin
			next_state = HI;
		end 
		else if(cap_touch_sig == 3'h02)begin
			next_state = MED;
		end 				
		else begin
			next_state = LOW;
		end
	end
  endcase
  end
  always @ ( posedge clk or posedge reset) 
  begin
    if  (reset == 1) 
    begin
      current_state <= OFF;
    end 
    else 
    begin
      current_state <= next_state;
    end
  end
endmodule 
module ece453_debounce(
  input clk,
  input reset,
  input button_in,
  output reg button_out
);
  reg [23:0] debounce_timer_r;
  reg [7:0] samples_r;
  reg [23:0] debounce_timer_in;
  reg [7:0] samples_in;
  always @ (*) 
  begin
      if(debounce_timer_r == 24'd0)
      begin
        debounce_timer_in = 24'd500000;
        samples_in = ((samples_r << 1) | button_in);
      end
      else
      begin
        debounce_timer_in = debounce_timer_r - 24'd1;
        samples_in = samples_r;
      end
      if( samples_r == 8'h80 || samples_r == 8'h7F )
      begin
        button_out = 1;
        samples_in = 8'h00;
      end
      else
      begin
        button_out = 0;
      end
  end
  always @ ( posedge clk or posedge reset) 
  begin
    if(reset) 
    begin
      samples_r         <= 8'hFF;
      debounce_timer_r  <= 24'd500000;
    end
    else 
    begin
      debounce_timer_r  <= debounce_timer_in;
      samples_r         <= samples_in;
    end
  end
endmodule
--- /design/flow/run.sh ---
#!/bin/bash
# OpenROAD 26Q1-2900-gdf79404cd8, Yosys 0.63+post, stock flow scripts
make -C /OpenROAD-flow-scripts/flow DESIGN_CONFIG=/design/flow/config.mk WORK_HOME=/design/flow/orfs finish
--- /design/flow/constraint.sdc ---
current_design ece453

set clk_period 9.4
set clk_io_pct 0.2

create_clock -name clk0 -period $clk_period [get_ports {clk}]

set non_clock_inputs [all_inputs -no_clocks]
set_input_delay [expr $clk_period * $clk_io_pct] -clock clk0 $non_clock_inputs
set_output_delay [expr $clk_period * $clk_io_pct] -clock clk0 [all_outputs]
--- /design/flow/config.mk ---
export PLATFORM = sky130hd
export DESIGN_NAME = ece453
export DESIGN_NICKNAME = ece453
export VERILOG_FILES = /design/flow/design.v
export SDC_FILE = /design/flow/constraint.sdc
export NUM_CORES = 4
export LEC_CHECK = 1
export CORE_UTILIZATION = 30
==> out/metrics.csv <==
metric,value,unit
status,"finished, final reports clean",
numPortBuffers,110,
fp-row-count,53,
timing_hold_violations_final,0,
gp_congestion,0.819,
critical_path.endpoint_type,primary output,
worst_slew_pin_slew,0.712,ns
worst_setup_path_start_kind,input pin,
drv_cap,0,
crit_required,7.52,ns
fin_crit_sh,69.4,%
synth.avg_cell_area,11.2,um^2
htreeDepth,4,
ys_seq_share,56.4,%
finalSetupTns,0,ns
avgViaCountPerCell,4.76,
nFillCells,2017,
grt_pass1_vias,4533,
wl_per_cell,16.7,um
regArea,3620,um^2
clk_latency,0.41,ns
cts_sinks,144,
ant_nets,0,
cp.arrival,4.64,ns
worstSetupPathType,input pin to primary output,
area_delta_synth_final,29.7,%
warning_count,30,
hp-class,flip-flop to flip-flop,
yosysWarnings,8,
finClkSkew,0.00551,ns
total_leakage_power,0.00352,uW
fp_util,30.6,%
fin_cells,972,
clockBufferDepth,2,
worstPathMaxFanout,23,
yosys_area,6430,um^2
grt_pass1_wl,25600,um
core_area,21000,um^2
drt_iter0_drc,255,
ys_ff,144,
die_h,148,um
path_clk_slew,0.06,ns
cts_inserted_buffers,17,
cts_root_buffer,clkbuf_16,
comb_area,2560,um^2
cts_resized,0,
grt_usage,15.6,%
ys_cells,573,
relSlewSlack,52.5,%
clock.fmax,153,MHz
grt_antenna_before_repair,1,
post-route-drc-count,0,
ys_types,54,
routed_wl,16200,um
holdBufCountCts,0,
dr_total_vias,4626,
io_pins,142,
grt_max_degree,58,
setup_viol,0,
overflow,0,
max-vdd-ir-drop,0.107,mV
layout_min_cycle_time,6.52,ns
cts_setup_buffers,0,
dp.cells,941,
rsz0062_at_grt,no,
dp_hpwl,11200,um
antenna_cells,0,
syn_area,6430,um^2
first_pass_iters,5,
syn_inst,573,
power_density,180,nW/um^2
die_width,148,um
finalMaxSlewViolations,0,
tritoncts,built,
dieArea,22000,um^2
drive_above_1_share,16.6,%
-- metrics by stage --
step / hold slack [ns] / area (um^2) / util, % / worst slack, ns / power [uW]
3_5_place_dp: 0.438 / 7760 / 36.9 / 2.93 / 855
2_1_floorplan: 0.446 / 6520 / - / 3.68 / 785
4_1_cts: 0.454 / 8330 / 39.6 / 2.93 / 1520
3_3_place_gp: 0.439 / 7760 / 36.9 / 2.94 / 853
6_report: 0.452 / 8330 / 39.6 / 2.88 / 1500
5_1_grt: 0.484 / 8330 / 39.6 / 2.71 / 1570
-- cell type report --
| class | instances | share of cell area (%) |
|---|---|---|
| Sequential cell | 144 | 43.5 |
| Clock buffer | 19 | 5.31 |
| Multi-Input combinational cell | 393 | 30.7 |
| Tap cell | 275 | 4.13 |
| Clock inverter | 12 | 1.62 |
| Inverter | 5 | 0.285 |
| Timing Repair Buffer | 124 | 14.5 |
-- logic make-up after synthesis --
kind of cell,synth area share [%]
flops,56.4
compound gates,15.1
xor+xnor,2.73
other cells,0.0584
buf+inv,5.55
simple gates,12.0
fa+ha+maj,0.389
mux,7.75
-- critical path, stage by stage --
cell             delay (ns)
clkdlybuf4s50_1        0.56
nor2b_1                0.31
nand3b_1               0.33
nor3_2                 0.24
buf_4                  0.35
a22oi_1                0.14
a21oi_1                0.31
clkdlybuf4s50_1        0.52
-- layer usage --
| metal | track usage (%) | wire (um) | vias up |
|---|---|---|---|
| li1 | - | - | 2221 |
| met2 | 24.0 | 7620 | 134 |
| met1 | 24.2 | 7450 | 2261 |
| met3 | 3.72 | 1050 | 8 |
| met4 | 1.24 | 91 | 2 |
| met5 | 0 | 11 | - |
-- registers in the layout (all words and copies together) (netlist names) --
name and flops:
ece453_fsm.current_state 4, gpio_in_r 32, ece453_toggle_detect.current_state 4, im_r 32, switch.debounce_timer_r 24, gpio_out_r 5, irq_r 32, control_r 3
switch.samples_r 8
-- power by group --
part / internal (uW) / switching (uW)
logic: 82.1 / 55.3
clock network: 398 / 262
registers: 668 / 38.0
total: 1150 / 355
-- Yosys cell counts (all sizes together) --
cell / n / area share, %
o31ai: 1 / 0.12
nand4: 6 / 0.58
a221o: 2 / 0.31
nor2: 36 / 2.1
o211ai: 1 / 0.12
clkbuf: 21 / 1.2
a21boi: 31 / 3.6
nand4bb: 1 / 0.18
nor4b: 2 / 0.27
a211oi: 2 / 0.23
nand2b: 3 / 0.29
o22ai: 2 / 0.19
mux2: 38 / 6.7
or3: 6 / 0.60
a21o: 2 / 0.23
nand3: 13 / 1.0
conb: 1 / 0.058
nor3: 15 / 1.3
mux2i: 7 / 1.1
a21oi: 46 / 3.8
nand2: 50 / 3.0
nand4b: 1 / 0.14
xor2: 6 / 0.82
o21ai: 11 / 0.86
o31a: 1 / 0.14
dfstp: 17 / 7.0
a222oi: 1 / 0.16
nor3b: 2 / 0.23
and2: 2 / 0.19
dfrtp: 127 / 49
buf: 36 / 4.0
or2: 1 / 0.097
a22oi: 38 / 4.4
a22o: 1 / 0.14
inv: 5 / 0.29
o32ai: 2 / 0.27
ha: 2 / 0.39
nor4: 4 / 0.39
xnor2: 14 / 1.9
o41ai: 3 / 0.41
nor2b: 4 / 0.39
nand3b: 3 / 0.35
or4: 5 / 0.76
o211a: 1 / 0.16
-- worst paths after layout --
| path | start | endpoint | slack [ns] | depth (start not counted) |
|---|---|---|---|---|
| setup / recovery | slave_address[2] | slave_readdata[30] | 2.88 | 8 |
| setup reg to reg | switch.debounce_timer_r[12] | switch.samples_r[2] | 6.80 | 5 |
| min in group asynchronous | reset | switch.debounce_timer_r[19] | 1.87 | 2 |
| max in group asynchronous | reset | switch.debounce_timer_r[9] | 6.42 | 3 |
| hold reg to reg | ece453_toggle_detect.current_state[3] | ece453_toggle_detect.current_state[3] | 0.45 | 0 |
| hold / removal | ece453_toggle_detect.current_state[3] | ece453_toggle_detect.current_state[3] | 0.45 | 0 |
-- cell usage in the layout, fill, tap and decap left out, types with 17 or more instances in the layout --
cell / instances
dfrtp_1: 127
a21oi_1: 43
conb_1: 27
mux2_2: 38
a22oi_1: 38
nor2_1: 34
dfstp_2: 17
nand2_1: 47
clkbuf_16: 17
a21boi_0: 31
clkdlybuf4s50_1: 110
Power and IR drop assume default switching activity.
